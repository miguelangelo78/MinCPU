### design/flow/run.sh
#!/bin/bash
# OpenROAD 26Q1-2900-gdf79404cd8, Yosys 0.63+post, stock flow scripts
make -C /OpenROAD-flow-scripts/flow DESIGN_CONFIG=/design/flow/config.mk WORK_HOME=/design/flow/orfs finish
### design/flow/config.mk
export PLATFORM = sky130hd
export DESIGN_NAME = core_main
export DESIGN_NICKNAME = core_main
export VERILOG_FILES = /design/flow/design.v
export SDC_FILE = /design/flow/constraint.sdc
export NUM_CORES = 4
export LEC_CHECK = 1
export CORE_UTILIZATION = 40
export SYNTH_MEMORY_MAX_BITS = 65536
### design/flow/constraint.sdc
current_design core_main

set clk_period 7.7
set clk_io_pct 0.2

create_clock -name clk0 -period $clk_period [get_ports {clk}]

set non_clock_inputs [all_inputs -no_clocks]
set_input_delay [expr $clk_period * $clk_io_pct] -clock clk0 $non_clock_inputs
set_output_delay [expr $clk_period * $clk_io_pct] -clock clk0 [all_outputs]
### design/flow/design.v
typedef reg[11 - 1:0] prog_t;
typedef reg[8 - 1:0] data_t;
typedef enum {
	OP_ADD    , OP_SUB   , OP_LDI   , OP_ST   , 
	OP_JMP,   OP_INDEX,    OP_AND,   OP_NOOP  
} INS_SET;
module core_main (input clk, output reg[8 - 1:0] result);
	task progmem_initialize; begin
		instr(OP_LDI, 10);  
		instr(OP_ST, 0);  
		instr(OP_ADD, 0);  
		instr(OP_ADD, 5);  
		instr(OP_ST, 0);
		instr(OP_LDI, 1);  
		instr(OP_ST, 1);  
		instr(OP_LDI, 0);  
		instr(OP_SUB, 1);  
		instr(OP_JMP, 'hFE);  
	end endtask
	data_t instr_counter = 0;
	task instr;
		input [2:0] opcode;
		input [7:0] operator;
	begin
		program_mem[instr_counter] = {opcode, operator};
		instr_counter++;
	end
	endtask
	prog_t program_mem[0:256 - 1];
	data_t data_mem[0:256 - 1];
	data_t ip = 8'hFF;
	wire[8 - 1:0] ip_next = 
		(ir[10:8] == OP_JMP && accumulator[7]) ? 
			ir[7:0] :  
			ip + 1;  
	prog_t ir = 0;  
	data_t accumulator = 0;
	data_t mem_index = 0;  
	data_t memory_op = 0;
	wire[8 - 1:0] data_addr = ir[7:0] + mem_index;
	initial begin
		integer i;
		progmem_initialize;
		for(i = 0; i < 256 - 1; i++) data_mem[i] = 0;
	end
	always @(negedge clk) begin
		if(ir[10:8] == OP_ST)  
			data_mem[data_addr] <= accumulator;  
		else  
			memory_op <= data_mem[data_addr];  
	end
	always @(posedge clk) begin
		ip <= ip_next;  
		ir = program_mem[ip_next];  
		mem_index <= (ir[10:8] == OP_INDEX) ? memory_op : 0;
		case(ir[10:8])  
			OP_ADD: accumulator <= accumulator + memory_op;  
			OP_SUB: accumulator <= accumulator - memory_op;  
			OP_AND: accumulator <= accumulator & memory_op;  
			OP_LDI: accumulator <= ir[7:0];  
			OP_ST: if(ir[7:0] == 0) result <= accumulator;  
		endcase
	end
endmodule
`timescale 1ns / 1ps
module core_main_tb;
	reg clk = 0;
	wire[7:0] result;
	core_main core(clk, result);
	initial begin
		$dumpfile("core_main.vcd");
		$dumpvars(0, core_main_tb);
		$display("CPU Running!");
		repeat(300) #0.001 clk = ~clk;
		$display("Finished! (ret: %02x)", result);
	end
endmodule
==> Flow_metrics.wiki <==
=== Physical design figures ===
{| class="wikitable"
! Metric !! Value
|-
| Result of the run || complete, no violations
|-
| Highest metal layer used by the detailed router || met4
|-
| Routed vias || 3,717
|-
| Crit path DAT || between 6 and 7 ns
|-
| Commonest flop || sky130_fd_sc_hd__edfxtp_1
|-
| Post-detail-place hpwl || about 8000 um
|-
| Post-CTS setup buffer count || 0
|-
| Number of rows in the core area || ~46
|-
| Initial antenna violation count || 0
|-
| Top-area cell type share of the netlist area || about 69%
|-
| Max-slew violation count || 0
|-
| Clock transition time at the flip-flop clock pins of the worst setup and hold paths || 0.07 ns
|-
| Final Hold Violating Endpoints || 0
|-
| Register-to-register setup slack || ~1.2 ns
|-
| Unique masters post-synth || ~47
|-
| Async S/R FF share, synth || 0%
|-
| Clock root buffer master || sky130_fd_sc_hd__clkbuf_16
|-
| Synthesis warning total || 1
|-
| Amount of wire on met2 after detailed routing || 6530 um
|-
| FILL cells || around 1,300
|-
| Clock tree from TritonCTS || yes
|-
| Most numerous logic cell after layout || sky130_fd_sc_hd__edfxtp_1
|-
| Share of final-layout standard cells stronger than drive strength 1 || about 18%
|-
| Required @ worst endpoint || roughly 8 ns
|-
| Number of H-tree levels || 4
|-
| DR DRC count || 0
|-
| Slew at the pin closest to its max-slew limit || 0.876 ns
|-
| Global-route wire length before repair || 21,300 um
|-
| Longest Clk Path Bufs || 2
|-
| Pin count of the biggest net entering global routing || 23
|-
| Post-synth top area cell || sky130_fd_sc_hd__edfxtp_1
|-
| Initial DRC Count || around 270
|-
| Kind of critical path || register to register
|-
| Sum of internal, switching and leakage power || roughly 2 mW
|-
| P per Cell Area || approximately 250 nW/um^2
|-
| Crit-path max FO || 5
|-
| Floorplan die area || between 15,000 and 20,000 um^2
|-
| Post-synth EDFFs || roughly 150
|-
| Post-Route Setup TNS || 0 ns
|-
| Setup repair after global routing missed its margin || false
|-
| Synth top area cells || sky130_fd_sc_hd__edfxtp_1, sky130_fd_sc_hd__mux4_2, sky130_fd_sc_hd__dfxtp_1, sky130_fd_sc_hd__ha_1, sky130_fd_sc_hd__nor2_1
|-
| Tool Warnings || 163
|-
| Number of cells in Yosys stat || approximately 360
|-
| Delay contributed by the slowest stage of the critical path || ~0.42 ns
|-
| Average cell area after synthesis || 18.5 um^2
|-
| Flip-flop and latch count after synthesis || between 150 and 200
|-
| Chip Area, Yosys || 6620 um^2
|-
| Count of buffer and inverter cells on the critical path || 0
|-
| Floorplan Utilization || about 41%
|-
| Critical path launch point type || register
|-
| Top-level port count || 9
|-
| Worst-skew pair later-pin latency || around 0.46 ns
|-
| Final routed wirelength across all metal layers || roughly 13,000 um
|-
| Top library cells by usage in the layout, fill and taps aside || sky130_fd_sc_hd__edfxtp_1, sky130_fd_sc_hd__inv_1, sky130_fd_sc_hd__mux4_2, sky130_fd_sc_hd__nor2_1, sky130_fd_sc_hd__clkbuf_16
|-
| Wire length per cell || about 18 um
|-
| Vias/cell || 4.92
|-
| Number of instances in the synthesized netlist || between 300 and 400
|-
| Min-Delay Path Depth || 1
|-
| Die span in x || 131 um
|-
| Crit Reg-Reg Endpoint || accumulator[7]$_DFFE_PP_
|-
| WL met1 || between 4000 and 5000 um
|-
| Worst Skew || roughly 0.044 ns
|-
| Reg2reg start || memory_op[2]$_DFFE_NN_
|-
| Cts hold-fix bufs || 0
|-
| Final RePlAce weighted congestion || between 0.8 and 0.9
|-
| IO buf count || 8
|-
| Area delta synth->final || 23.1%
|-
| Die Ht || between 100 and 150 um
|-
| Total routing resource utilization after global routing || 19.1%
|-
| Placeable core region || approximately 16,000 um^2
|-
| Crit path max-delay family || simple AND/OR/NAND/NOR gates
|-
| Total of cells resized after clock tree synthesis || 0
|-
| Worst ir drop on vdd || roughly 0.23 mV
|-
| Static Leakage || 3.60 nW
|-
| Cell area after synthesis || approximately 6600 um^2
|-
| Sum of met3 wire segment lengths after detailed routing || approximately 1600 um
|-
| Class of the most critical hold timing path || register to register
|-
| Share of synthesized area occupied by flip-flops and latches || a little under three quarters
|-
| Count of final setup violators || 0
|-
| Number of antenna-violating nets in the routed design || 0
|-
| Residual overflow from global routing || 0
|-
| Logic cell area || roughly 1800 um^2
|-
| First-pass iteration count of the detailed router || 4
|-
| Diode count || 0
|-
| Sequence of cells on the critical path || or3_4, o31ai_1, xor2_1, ha_1, or3_2, o32ai_1, nor4_1, or2_1
|-
| Register Area || approximately 4800 um^2
|-
| End point of the worst hold path || ip[0]$_DFF_P_
|-
| Highest-delay cell along the critical path || sky130_fd_sc_hd__or3_4
|-
| Beginning of the worst hold path || ip[0]$_DFF_P_
|-
| Max-slew headroom at the worst pin || 41.1%
|-
| Number of cell instances on the worst register-to-register path || 8
|-
| Endpoint type of the worst setup path || register
|-
| Number of global-route vias before repair || about 4,200
|-
| CTS Buf Count || 17
|-
| Number of clock sinks || 162
|-
| Max-cap check violation count || 0
|}
## state kept, by name, indices dropped and copies added (netlist names)
signal and flops:
accumulator 8, data_mem 128, result 8, ir 6, ip 4, memory_op 8
## report_power, final
group / internal, mW / leakage [nW] / switching (mW)
Clock: 0.565 / 1.01 / 0.512
Combinational: 0 / 0.733 / 0
Sequential: 0.955 / 1.85 / 0
Total: 1.52 / 3.60 / 0.512
## worst reg2reg max path, stage by stage, from the launching register on
cell and delay (ns):
sky130_fd_sc_hd__edfxtp_1 0.41, sky130_fd_sc_hd__or3_4 0.42, sky130_fd_sc_hd__o31ai_1 0.24, sky130_fd_sc_hd__xor2_1 0.11
sky130_fd_sc_hd__ha_1 0.24, sky130_fd_sc_hd__or3_2 0.42, sky130_fd_sc_hd__o32ai_1 0.31, sky130_fd_sc_hd__nor4_1 0.07
sky130_fd_sc_hd__or2_1 0.20
## routing by layer
| metal | track usage [%] | vias to the layer above |
|---|---|---|
| met5 | 0 | - |
| met4 | 7.57 | 0 |
| met3 | 13.6 | 21 |
| met2 | 27.6 | 145 |
| met1 | 22.9 | 1771 |
| li1 | - | 1780 |
## per-stage QoR
stage	setup WS, ns	hold slack, ns	utilization (%)	instance area, um^2	cells
4_1_cts	1.15	0.602	51.0	8160	755
3_5_place_dp	1.18	0.587	44.2	7060	588
2_1_floorplan	1.31	0.522	-	6620	359
3_3_place_gp	1.18	0.581	44.2	7060	588
5_1_grt	0.999	0.653	51.0	8160	755
6_report	1.15	0.607	51.0	8160	755
## kinds of logic after synthesis
family / synth area share (%)
multiplexers: 12.8
adder cells (fa/ha/maj): 2.57
AND/OR/NAND/NOR: 5.35
buffers and inverters: 1.45
AND-OR/OR-AND: 4.53
XOR/XNOR: 1.32
flip-flops: 71.9
## synth_stat cells (4+ instances only)
library cell and instances:
sky130_fd_sc_hd__edfxtp_1 152, sky130_fd_sc_hd__mux4_2 36, sky130_fd_sc_hd__nor2_1 23, sky130_fd_sc_hd__ha_1 12
sky130_fd_sc_hd__inv_1 12, sky130_fd_sc_hd__a21oi_1 11, sky130_fd_sc_hd__nand2_1 11, sky130_fd_sc_hd__dfxtp_1 10
sky130_fd_sc_hd__nor3_1 10, sky130_fd_sc_hd__nor2b_1 7, sky130_fd_sc_hd__xor2_1 7, sky130_fd_sc_hd__a211oi_1 5
sky130_fd_sc_hd__buf_2 5, sky130_fd_sc_hd__o21a_1 5, sky130_fd_sc_hd__o21ai_0 5, sky130_fd_sc_hd__clkbuf_1 4
sky130_fd_sc_hd__mux2i_1 4
## area by class of cell
| class | count | share of cell area (%) |
|---|---|---|
| multi-input cells | 173 | 21.6 |
| clock inverters | 150 | 7.92 |
| inverters | 11 | 0.506 |
| well taps | 216 | 3.31 |
| clock buffers | 18 | 5.52 |
| repair buffers | 25 | 2.70 |
| flip-flops and latches | 162 | 58.4 |
## worst max-delay path by stage
stage / start / endpoint / slack (ns) / depth (start not counted)
finish: memory_op[2]$_DFFE_NN_ / accumulator[7]$_DFFE_PP_ / 1.15 / 8
global route: memory_op[2]$_DFFE_NN_ / accumulator[7]$_DFFE_PP_ / 1.0 / 8
CTS: memory_op[2]$_DFFE_NN_ / accumulator[7]$_DFFE_PP_ / 1.15 / 8
Power is estimated from default activity; no workload was simulated.
